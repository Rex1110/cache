<file path="flow/constraint.sdc">
current_design tag_array_wrapper

set clk_period 24.1
set clk_io_pct 0.2

create_clock -name clk0 -period $clk_period [get_ports {CK}]

set non_clock_inputs [all_inputs -no_clocks]
set_input_delay [expr $clk_period * $clk_io_pct] -clock clk0 $non_clock_inputs
set_output_delay [expr $clk_period * $clk_io_pct] -clock clk0 [all_outputs]
</file>
<file path="flow/config.mk">
export PLATFORM = sky130hd
export DESIGN_NAME = tag_array_wrapper
export DESIGN_NICKNAME = tag_array_wrapper
export VERILOG_FILES = /design/flow/design.v
export SDC_FILE = /design/flow/constraint.sdc
export NUM_CORES = 4
export LEC_CHECK = 1
export CORE_UTILIZATION = 40
</file>
<file path="flow/run.sh">
#!/bin/bash
# OpenROAD 26Q1-2900-gdf79404cd8, Yosys 0.63+post, stock flow scripts
make -C /OpenROAD-flow-scripts/flow DESIGN_CONFIG=/design/flow/config.mk WORK_HOME=/design/flow/orfs finish
</file>
<file path="flow/design.v">
module tag_array (A0,A1,A2,A3,A4,A5,DO0,DO1,DO2,DO3,DO4,DO5,DO6,DO7,DO8,DO9,DO10,DO11,DO12,DO13,DO14,DO15,DO16,DO17,DO18,DO19,DO20,DO21,DI0,DI1,DI2,DI3,DI4,DI5,DI6,DI7,DI8,DI9,DI10,DI11,DI12,DI13,DI14,DI15,DI16,DI17,DI18,DI19,DI20,DI21,CK,WEB,OE,CS);
  output     DO0,DO1,DO2,DO3,DO4,DO5,DO6,DO7,DO8,
             DO9,DO10,DO11,DO12,DO13,DO14,DO15,DO16,DO17,DO18,DO19,DO20,DO21;
  input      DI0,DI1,DI2,DI3,DI4,DI5,DI6,DI7,DI8,
             DI9,DI10,DI11,DI12,DI13,DI14,DI15,DI16,DI17,DI18,DI19,DI20,DI21;
  input      A0,A1,A2,A3,A4,A5;
  input      WEB;                                     
  input      CK;                                      
  input      CS;                                      
  input      OE;                                      
	parameter  AddressSize          = 6;                
  parameter  Bits                 = 22;               
  parameter  Words                = 64;               
  parameter  Bytes                = 1;                
  logic      [Bits-1:0]           Memory [Words-1:0];    
  logic      [Bytes*Bits-1:0]     DI;                
  logic      [Bytes*Bits-1:0]     DO;                
  logic      [Bytes*Bits-1:0]     latched_DO;                
  logic      [AddressSize-1:0]    A;                 
  assign     DO0                  = DO[0];
  assign     DO1                  = DO[1];
  assign     DO2                  = DO[2];
  assign     DO3                  = DO[3];
  assign     DO4                  = DO[4];
  assign     DO5                  = DO[5];
  assign     DO6                  = DO[6];
  assign     DO7                  = DO[7];
  assign     DO8                  = DO[8];
  assign     DO9                  = DO[9];
  assign     DO10                 = DO[10];
  assign     DO11                 = DO[11];
  assign     DO12                 = DO[12];
  assign     DO13                 = DO[13];
  assign     DO14                 = DO[14];
  assign     DO15                 = DO[15];
  assign     DO16                 = DO[16];
  assign     DO17                 = DO[17];
  assign     DO18                 = DO[18];
  assign     DO19                 = DO[19];
  assign     DO20                 = DO[20];
  assign     DO21                 = DO[21];
  assign     DI[0]                = DI0;
  assign     DI[1]                = DI1;
  assign     DI[2]                = DI2;
  assign     DI[3]                = DI3;
  assign     DI[4]                = DI4;
  assign     DI[5]                = DI5;
  assign     DI[6]                = DI6;
  assign     DI[7]                = DI7;
  assign     DI[8]                = DI8;
  assign     DI[9]                = DI9;
  assign     DI[10]               = DI10;
  assign     DI[11]               = DI11;
  assign     DI[12]               = DI12;
  assign     DI[13]               = DI13;
  assign     DI[14]               = DI14;
  assign     DI[15]               = DI15;
  assign     DI[16]               = DI16;
  assign     DI[17]               = DI17;
  assign     DI[18]               = DI18;
  assign     DI[19]               = DI19;
  assign     DI[20]               = DI20;
  assign     DI[21]               = DI21;
  assign     A[0]                 = A0;
  assign     A[1]                 = A1;
  assign     A[2]                 = A2;
  assign     A[3]                 = A3;
  assign     A[4]                 = A4;
  assign     A[5]                 = A5;
  always_ff @(posedge CK)
  begin
    if (CS)
    begin
      if (~WEB)
      begin
        Memory[A] <= DI[0*Bits+:Bits];
        latched_DO[0*Bits+:Bits] <= DI[0*Bits+:Bits];
      end
      else
      begin
        latched_DO[0*Bits+:Bits] <= Memory[A];
      end
    end 
  end
  always_comb
  begin
    DO = (OE)? latched_DO: {(Bytes*Bits){1'bz}};
  end
endmodule
module tag_array_wrapper (
  input CK,
  input CS,
  input OE,
  input WEB,
  input [5:0] A,
  input [21:0] DI,
  output [21:0] DO
);
  tag_array i_tag_array(
    .A0   (A[0]  ),
    .A1   (A[1]  ),
    .A2   (A[2]  ),
    .A3   (A[3]  ),
    .A4   (A[4]  ),
    .A5   (A[5]  ),
    .DO0  (DO[0] ),
    .DO1  (DO[1] ),
    .DO2  (DO[2] ),
    .DO3  (DO[3] ),
    .DO4  (DO[4] ),
    .DO5  (DO[5] ),
    .DO6  (DO[6] ),
    .DO7  (DO[7] ),
    .DO8  (DO[8] ),
    .DO9  (DO[9] ),
    .DO10 (DO[10]),
    .DO11 (DO[11]),
    .DO12 (DO[12]),
    .DO13 (DO[13]),
    .DO14 (DO[14]),
    .DO15 (DO[15]),
    .DO16 (DO[16]),
    .DO17 (DO[17]),
    .DO18 (DO[18]),
    .DO19 (DO[19]),
    .DO20 (DO[20]),
    .DO21 (DO[21]),
    .DI0  (DI[0] ),
    .DI1  (DI[1] ),
    .DI2  (DI[2] ),
    .DI3  (DI[3] ),
    .DI4  (DI[4] ),
    .DI5  (DI[5] ),
    .DI6  (DI[6] ),
    .DI7  (DI[7] ),
    .DI8  (DI[8] ),
    .DI9  (DI[9] ),
    .DI10 (DI[10]),
    .DI11 (DI[11]),
    .DI12 (DI[12]),
    .DI13 (DI[13]),
    .DI14 (DI[14]),
    .DI15 (DI[15]),
    .DI16 (DI[16]),
    .DI17 (DI[17]),
    .DI18 (DI[18]),
    .DI19 (DI[19]),
    .DI20 (DI[20]),
    .DI21 (DI[21]),
    .CK   (CK    ),
    .WEB  (WEB   ),
    .OE   (OE    ),
    .CS   (CS    )
  );
endmodule
</file>
==> tab_implementation.tex <==
% Yosys + OpenROAD metrics
\begin{tabular}{lr}
\hline
Metric & Value \\
\hline
\multicolumn{2}{l}{\textbf{Critical path}} \\
\quad Delay contributed by the slowest stage of the critical path & 780 ps \\
\quad Crit-path slowest cell & sky130\_fd\_sc\_hd\_\_nand2b\_1 \\
\quad Critical Path Source Type & input pin \\
\quad Critical Path Source & A[1] \\
\quad R2r startpoint & i\_tag\_array.Memory[63][5] \\
\quad Number of buffers and inverters on the critical path & 5 \\
\quad Req. time, crit path & $\sim$25000 ps \\
\quad Top Family by Delay on Critical Path & buffers and inverters \\
\quad Crit path top cell by count & sky130\_fd\_sc\_hd\_\_buf\_4 \\
\quad Crit path DAT & 9640 ps \\
\quad Worst-path fanout max & 55 \\
\quad Ordered cell list for the critical path & buf\_8, buf\_4, buf\_4, buf\_4, nand2b\_1, nor2\_1, a21oi\_1, o21ai\_0, a2111oi\_0, buf\_4, a31oi\_1 \\
\quad Critical Path End Type & flip-flop \\
\quad Class of the most critical setup path & input pin to flip-flop \\
\multicolumn{2}{l}{\textbf{Place}} \\
\quad Detailed-placement wirelength estimate & 97300 um \\
\quad Setup slack at placement & 14430 ps \\
\quad Final estimated routing congestion in global placement & 0.992 \\
\quad Count of input and output buffers & 52 \\
\multicolumn{2}{l}{\textbf{Timing}} \\
\quad Post-layout min period & 9210 ps \\
\quad Worst Slack Setup Final & 14890 ps \\
\quad RSZ-0062 raised after global routing & false \\
\quad Layout Skew & 21.7 ps \\
\quad Number of setup violations in the final report & 0 \\
\quad Maximum clock frequency & approximately 110 MHz \\
\quad Slew at the pin closest to its max-slew limit & 1230 ps \\
\quad Count of pins over their slew limit & 0 \\
\quad Setup TNS Final & 0 ps \\
\quad Portion of the clock cycle consumed by the worst path in the final layout & a little under two fifths \\
\quad Total count of hold-check failures in the final report & 0 \\
\quad Relative max-transition margin & 17.0\% \\
\multicolumn{2}{l}{\textbf{Pwr}} \\
\quad Total power per unit cell area & 82.8 mW/mm\^{}2 \\
\quad Switching Fraction & 21.9\% \\
\quad Pint & 0.00407 W \\
\quad Clk network pwr share & 41.2\% \\
\quad Part of the total power dissipated in sequential elements & 52.9\% \\
\quad Total design power & 0.00521 W \\
\quad Maximum VDD drop & 75.2 uV \\
\quad Switching power & $\sim$0.0011 W \\
\quad Portion of total power attributed to combinational logic & slightly below 6\% \\
\quad Leakage power figure & 19.7 nW \\
\multicolumn{2}{l}{\textbf{Clock network}} \\
\quad Root buffer cell & sky130\_fd\_sc\_hd\_\_clkbuf\_16 \\
\quad H-tree lvl count & 4 \\
\quad Largest buffer count on any clock path & 3 \\
\quad Clock tree from TritonCTS & built \\
\quad Post-cts resize count & 0 \\
\quad Clk ins delay skew pair & 760 ps \\
\quad Number of clock buffers inserted by TritonCTS & 144 \\
\quad Post-CTS Setup Repair Bufs & 0 \\
\quad CTS Hold Buffers Added & 0 \\
\quad Clock sink count & approximately 1400 \\
\quad Clk pin slew, worst setup/hold paths & 60 ps \\
\multicolumn{2}{l}{\textbf{Global routing}} \\
\quad Wire length of the first global-routing pass & $\sim$230000 um \\
\quad All-layer global routing usage & a little over a quarter \\
\quad Maximum number of pins on one net before global-route repair & 86 \\
\quad Initial antenna violation count & 13 \\
\quad Vias in the first global route & 32000 \\
\quad Remaining global-route overflow & 0 \\
\multicolumn{2}{l}{\textbf{Yosys}} \\
\quad Async SR Flop Fraction & 0\% \\
\quad Top\_reg\_cell synth & sky130\_fd\_sc\_hd\_\_edfxtp\_1 \\
\quad Warnings, synthesis & 2 \\
\quad Summed instance area of the synthesized netlist & 0.0555 mm\^{}2 \\
\quad Area share of the largest cell type after synthesis & 77.4\% \\
\quad Seq share, synth & approximately 77\% \\
\quad Synth Area per Inst & around 19 um\^{}2 \\
\quad Post-synthesis cell type with the largest instance count & sky130\_fd\_sc\_hd\_\_edfxtp\_1 \\
\quad Post-synth tally of flip-flops with integrated enable & 1430 \\
\quad Yosys Chip Area & about 0.055 mm\^{}2 \\
\quad Yosys cell count & 2881 \\
\quad Count of different cell masters after synthesis & approximately 65 \\
\quad Biggest area contributors in the synthesized netlist & sky130\_fd\_sc\_hd\_\_edfxtp\_1 77\%, sky130\_fd\_sc\_hd\_\_mux4\_2 5.8\%, sky130\_fd\_sc\_hd\_\_mux2\_2 2.3\%, sky130\_fd\_sc\_hd\_\_mux2i\_1 2.1\%, sky130\_fd\_sc\_hd\_\_a221oi\_1 2.0\% \\
\quad Biggest area consumer among synthesized cells & sky130\_fd\_sc\_hd\_\_edfxtp\_1 \\
\quad Number of register bits inferred by synthesis & 1430 \\
\quad Synthesized instance count & 2881 \\
\quad Top post-synthesis cells by count & 1430 x sky130\_fd\_sc\_hd\_\_edfxtp\_1, 144 x sky130\_fd\_sc\_hd\_\_mux4\_2, 136 x sky130\_fd\_sc\_hd\_\_nor2\_1 \\
\multicolumn{2}{l}{\textbf{Layout}} \\
\quad Multi-input gate area in the final layout & between 0.01 and 0.015 mm\^{}2 \\
\quad Sequential cell area & 0.0429 mm\^{}2 \\
\quad Layout cell share with drive strength beyond 1 & 23.0\% \\
\quad Fill cell count & 11100 \\
\quad Synth-to-Final Area Change & 13.4\% \\
\multicolumn{2}{l}{\textbf{Run}} \\
\quad OpenROAD warning count & 27 \\
\quad Max\_cap viols & 0 \\
\multicolumn{2}{l}{\textbf{Drt}} \\
\quad Total Routed Length & 166000 um \\
\quad Number of violations reported at the end of detailed-routing iteration 0 & 2116 \\
\quad Remaining routing DRC violations & 0 \\
\quad Via-to-Cell Ratio & 6.03 \\
\quad Drt wl/cell & 33.6 um \\
\quad Total iterations of the first detailed-routing run & 5 \\
\quad Via count & 29800 \\
\quad ANT nets after route & 0 \\
\multicolumn{2}{l}{\textbf{Floorplanning}} \\
\quad Die Height & 374 um \\
\quad Boundary Pins & 54 \\
\quad Chip Footprint & 0.140 mm\^{}2 \\
\quad Initial standard-cell utilization of the core & a little over 40\% \\
\quad Chip width & 374 um \\
\quad Number of standard-cell rows in the floorplan & approximately 140 \\
\quad Standard cell core area & 0.137 mm\^{}2 \\
\multicolumn{2}{l}{\textbf{Status}} \\
\quad Result of the run & finished, final reports clean \\
\multicolumn{2}{l}{\textbf{Hold path}} \\
\quad Type of the tightest min-delay check & flip-flop to flip-flop \\
\quad Hold Path Origin & i\_tag\_array.Memory[16][2] \\
\hline
\end{tabular}
path summary, 6_finish.rpt:
path / to / slack (ps) / cells after the start
worst max-delay path: i_tag_array.latched_DO[6] / 14890 / 11
worst min-delay path: i_tag_array.latched_DO[2] / 900 / 3
worst max register to register: i_tag_array.latched_DO[5] / 20820 / 6
worst min register to register: i_tag_array.latched_DO[2] / 900 / 3
placed cells by master, fill, tap and decap left out, types with 6 or more instances in the layout:
cell type / n
sky130_fd_sc_hd__o21ai_0: 55
sky130_fd_sc_hd__o221ai_1: 8
sky130_fd_sc_hd__nand2b_1: 6
sky130_fd_sc_hd__mux2_2: 114
sky130_fd_sc_hd__a22oi_1: 100
sky130_fd_sc_hd__bufinv_16: 9
sky130_fd_sc_hd__a31oi_1: 25
sky130_fd_sc_hd__o22ai_1: 56
sky130_fd_sc_hd__buf_2: 23
sky130_fd_sc_hd__a21oi_1: 58
sky130_fd_sc_hd__clkinv_2: 18
sky130_fd_sc_hd__clkbuf_1: 34
sky130_fd_sc_hd__clkdlybuf4s50_1: 26
sky130_fd_sc_hd__buf_4: 161
sky130_fd_sc_hd__nand3_1: 17
sky130_fd_sc_hd__o22a_1: 9
sky130_fd_sc_hd__mux4_2: 144
sky130_fd_sc_hd__a221o_1: 14
sky130_fd_sc_hd__a211oi_1: 13
sky130_fd_sc_hd__o2bb2ai_1: 17
sky130_fd_sc_hd__clkinv_1: 39
sky130_fd_sc_hd__nor2_2: 64
sky130_fd_sc_hd__o32a_1: 10
sky130_fd_sc_hd__clkbuf_16: 148
sky130_fd_sc_hd__mux2i_1: 116
sky130_fd_sc_hd__diode_2: 7
sky130_fd_sc_hd__nor2_1: 70
sky130_fd_sc_hd__and3_1: 7
sky130_fd_sc_hd__nand4_1: 9
sky130_fd_sc_hd__edfxtp_1: 1430
sky130_fd_sc_hd__nand2_1: 86
sky130_fd_sc_hd__o211ai_1: 9
sky130_fd_sc_hd__a221oi_1: 126
sky130_fd_sc_hd__a22o_1: 28
per-stage QoR:
stage,utilization (%),cells,hold WS (ps),instance area [um^2]
floorplan,-,2881,660,55500
global placement,42.4,4681,915,58300
detailed placement,42.4,4681,919,58300
CTS,45.7,4944,927,62900
global route,45.7,4946,937,62900
finish,45.7,4951,902,62900
kinds of logic (layout without fill, tap and decap cells):
group	count (synthesis)	in the layout	synth area share [%]
AOI/OAI and AO/OA	565	565	7.60
other	0	7	0
and+or+nand+nor	297	297	2.36
muxes	377	377	10.3
buffers and inverters	212	481	2.31
DFF	1430	1430	77.4
area by class of cell:
cell class / count / area share (%)
clock buffers: 182 / 6.09
diodes: 7 / 0.0279
multi-input cells: 1239 / 18.2
inverters: 3 / 0.0219
repair buffers: 215 / 2.65
clock inverters: 81 / 1.11
well taps: 1794 / 3.57
flip-flops and latches: 1430 / 68.3
routing by layer:
layer	wire, um	GRT usage, %
met4	7710	9.04
met1	49200	27.3
met3	33800	24.0
met5	782	4.53
met2	74900	36.9
sequential cells by signal, summed over array words and instances, names as in the netlist:
| name | cells |
|---|---|
| i_tag_array.Memory | 1408 |
| i_tag_array.latched_DO | 22 |
power by group through the flow:
stage         clock, W  combinational [W]  sequential [W]
CTS            0.00217           0.000301         0.00276
global route   0.00227           0.000322         0.00275
finish         0.00214           0.000307         0.00276
worst reg2reg max path: cells and delay by family, from the launching register on:
kind,cells,cell delay [ps]
AND-OR/OR-AND,3,1590
AND/OR/NAND/NOR,2,570
multiplexers,1,470
flip-flops,1,360
Power and IR drop assume default switching activity.
